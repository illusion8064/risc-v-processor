### /design/flow/config.mk
export PLATFORM = sky130hd
export DESIGN_NAME = pc_address_generator
export DESIGN_NICKNAME = pc_address_generator
export VERILOG_FILES = /design/flow/design.v
export SDC_FILE = /design/flow/constraint.sdc
export NUM_CORES = 4
export LEC_CHECK = 1
export CORE_UTILIZATION = 30
### /design/flow/design.v
module pc_address_generator(
    output reg [63:0] nxt_pc_address,
    input [63:0] pc_add, immd,
    input branch
);
    reg [63:0] nxt_add, jump_add;
    always @(*) begin
        nxt_add = pc_add + 64'd4;
    end
    always @(*) begin
        jump_add = pc_add + (immd << 1);
    end
    always @(*) begin
        if (branch)
            nxt_pc_address = jump_add;
        else
            nxt_pc_address = nxt_add;
    end
endmodule
### /design/flow/run.sh
#!/bin/bash
# OpenROAD 26Q1-2900-gdf79404cd8, Yosys 0.63+post, stock flow scripts
make -C /OpenROAD-flow-scripts/flow DESIGN_CONFIG=/design/flow/config.mk WORK_HOME=/design/flow/orfs finish
### /design/flow/constraint.sdc
current_design pc_address_generator

set clk_period 23.5
set clk_io_pct 0.2

create_clock -name clk0 -period $clk_period

set non_clock_inputs [all_inputs -no_clocks]
set_input_delay [expr $clk_period * $clk_io_pct] -clock clk0 $non_clock_inputs
set_output_delay [expr $clk_period * $clk_io_pct] -clock clk0 [all_outputs]
==> tab_implementation.tex <==
% Yosys + OpenROAD metrics
\begin{tabular}{lr}
\hline
Metric & Value \\
\hline
\multicolumn{2}{l}{\textbf{Pwr}} \\
\quad Highest ir drop seen on vdd & 0.0105 mV \\
\quad Static Leakage & 2.96 nW \\
\quad Power per Cell Area & 24.8 mW/mm² \\
\multicolumn{2}{l}{\textbf{Setup path}} \\
\quad Crit path DRT & 18.80 ns \\
\quad Maximum fanout encountered on the critical timing path & 7 \\
\quad Endpoint kind of the worst setup timing path & primary output \\
\quad Signal arrival time at the worst endpoint & 8.89 ns \\
\quad Startpoint type of the worst setup path & primary input \\
\quad Critical Setup Path Class & primary input to primary output \\
\multicolumn{2}{l}{\textbf{Timing}} \\
\quad Relative slew slack & 49.8\% \\
\quad F\_max & 0.0736 GHz \\
\quad Total negative setup slack & 0 ns \\
\quad Final worst path period share & 57.8\% \\
\quad Period minus WS final & 13.59 ns \\
\quad Final setup viols & 0 \\
\quad Unrepaired setup endpoints after global routing & false \\
\quad Least-Margin Pin Slew & 0.746 ns \\
\quad Final Hold Violation Tally & 0 \\
\quad Number of slew-limit violations in the final report & 0 \\
\multicolumn{2}{l}{\textbf{Global routing}} \\
\quad Total global-route track usage & 20.0\% \\
\quad Initial antenna violation count & 0 \\
\quad First-pass GRT wire length & 31500 µm \\
\quad Sum of overflow across all layers after global routing & 0 \\
\quad Maximum number of pins on one net before global-route repair & 67 \\
\quad Vias in the first global route & 6168 \\
\multicolumn{2}{l}{\textbf{Synth}} \\
\quad Part of the Yosys area used for sequential elements & 0\% \\
\quad Cell type with the largest total area after synthesis & sky130\_fd\_sc\_hd\_\_ha\_1 \\
\quad Yosys xor share & 17.5\% \\
\quad Cell area after synthesis & 0.00562 mm² \\
\quad Number of distinct library cells after synthesis & 69 \\
\quad Mux cell area share & 2.00\% \\
\quad Largest type area fraction & 14.0\% \\
\quad Instance count of the mapped netlist & 874 \\
\quad Synthesized-area fraction occupied by ao, oa, aoi and oai cells & 32.5\% \\
\quad Post-synthesis share of cell area spent on and, or, nand and nor gates & 28.4\% \\
\quad Area reported by Yosys stat & 0.00562 mm² \\
\quad Post-Synth Adder-Cell Area & 14.4\% \\
\quad Largest non-sequential cell family by area & AND-OR/OR-AND gates \\
\quad Most area-consuming cells after synthesis & sky130\_fd\_sc\_hd\_\_ha\_1, sky130\_fd\_sc\_hd\_\_xnor2\_1, sky130\_fd\_sc\_hd\_\_a21oi\_1, sky130\_fd\_sc\_hd\_\_xor2\_1, sky130\_fd\_sc\_hd\_\_nand2\_1 \\
\quad Synth warnings & 1 \\
\quad Average footprint of a synthesized cell & 6.43 µm² \\
\quad Count of instantiated cells in the yosys netlist & 874 \\
\multicolumn{2}{l}{\textbf{Placement}} \\
\quad Cell count after placement & 1252 \\
\quad Dpl cell area & 0.00765 mm² \\
\quad Number of input and output port buffers inserted & 190 \\
\quad GP Congestion & 0.934 \\
\quad Detailed-placement wirelength estimate & 16700 µm \\
\multicolumn{2}{l}{\textbf{Clocking}} \\
\quad Count of cells resized by post-cts repair & 0 \\
\quad Setup fix buffers added after clock tree synthesis & 0 \\
\quad Hold-fix buffers, CTS & 0 \\
\multicolumn{2}{l}{\textbf{Drt}} \\
\quad Total vias in the final route & 6795 \\
\quad Vias per inst & 5.43 \\
\quad Iteration-0 DRC Markers & 349 \\
\quad Antenna Nets Post-Route & 0 \\
\quad Wire length per cell & 15.9 µm \\
\quad Overall routed net length & 19900 µm \\
\quad First-pass iteration count of the detailed router & 30 \\
\quad Count of unresolved DRC violations after routing & 0 \\
\quad Antenna diodes & 0 \\
\multicolumn{2}{l}{\textbf{Layout}} \\
\quad Post-route non-filler standard cell count & 1252 \\
\quad Final std cell area, no fill & 0.00765 mm² \\
\quad Sequential cell area & 0 µm² \\
\quad Number of fillers in the final layout & 1938 \\
\quad Ratio of cells with drive above 1 in the final layout & 2.05\% \\
\quad Final core utilization & 42.1\% \\
\quad Flip-flops & 0 \\
\quad Clock buffer count in the final layout & 0 \\
\quad Area growth from synthesis to final layout & 36.1\% \\
\quad Area occupied by multi-input gates & 0.00532 mm² \\
\multicolumn{2}{l}{\textbf{Run status}} \\
\quad Run status & finished, final reports clean \\
\multicolumn{2}{l}{\textbf{Min path}} \\
\quad Kind of path behind the tightest hold check & primary input to primary output \\
\multicolumn{2}{l}{\textbf{Floorplan}} \\
\quad Die area & 0.0193 mm² \\
\quad Top-Level Pins & 193 \\
\quad Floorplan Utilization & 31.0\% \\
\quad Number of rows in the core area & 49 \\
\quad Core region area & 0.0181 mm² \\
\quad Vert. Die Dim & 139 µm \\
\quad Die span in x & 139 µm \\
\multicolumn{2}{l}{\textbf{Flow run}} \\
\quad Tool Warnings & 33 \\
\quad Max-cap check violation count & 0 \\
\hline
\end{tabular}
worst max-delay path, stage by stage:
cell and delay (ns):
sky130_fd_sc_hd__clkdlybuf4s50_1 0.61, sky130_fd_sc_hd__inv_1 0.10, sky130_fd_sc_hd__fa_1 0.46, sky130_fd_sc_hd__nand2b_1 0.20
sky130_fd_sc_hd__a21oi_1 0.23, sky130_fd_sc_hd__o211ai_1 0.21, sky130_fd_sc_hd__nand4_1 0.21, sky130_fd_sc_hd__a31oi_1 0.21
sky130_fd_sc_hd__o41a_1 0.57, sky130_fd_sc_hd__o311a_1 0.45, sky130_fd_sc_hd__o2111a_1 0.25, sky130_fd_sc_hd__nor3b_1 0.19
sky130_fd_sc_hd__clkdlybuf4s50_1 0.50
metal layers:
metal  up-vias  part of all wire, %  track usage, %
met2       197                   44            31.4
met3        30                  5.4            1.97
met1      3030                   50            30.8
li1       3538                    -               -
met4         0                 0.37           0.936
met5         -                    0               0
metrics by stage:
stage	hold slack, ns	total power [W]	setup WS [ns]
floorplan	9.42	0.000105	11.60
global placement	9.40	0.000189	9.94
detailed placement	9.40	0.000188	9.98
CTS	9.40	0.000190	9.95
global route	9.40	0.000209	9.69
finish	9.40	0.000190	9.91
report_power, final:
part | internal (W) | switching [W] | leakage, nW
Clock | 0 | 0 | 0
Sequential | 0 | 0 | 0
Combinational | 0.0000986 | 0.0000913 | 2.96
layout make-up:
type,count,area share (%)
multi-input combinational,800,69.6
timing repair buffer,194,25.2
tap,229,3.75
inverter,29,1.42
layout by cell type (no fill, tap or decap), types with 6 or more instances in the layout:
master                            instances
sky130_fd_sc_hd__a21oi_1                113
sky130_fd_sc_hd__mux2i_1                  9
sky130_fd_sc_hd__a211oi_1                 7
sky130_fd_sc_hd__ha_1                    63
sky130_fd_sc_hd__xnor2_1                 69
sky130_fd_sc_hd__inv_1                   28
sky130_fd_sc_hd__or3_1                    6
sky130_fd_sc_hd__o21a_1                  14
sky130_fd_sc_hd__nand4_1                 32
sky130_fd_sc_hd__nand2_1                 86
sky130_fd_sc_hd__nand2b_1                 7
sky130_fd_sc_hd__nor3_1                  15
sky130_fd_sc_hd__a21o_1                  27
sky130_fd_sc_hd__o31ai_1                  6
sky130_fd_sc_hd__and4_1                   7
sky130_fd_sc_hd__nand3_1                 43
sky130_fd_sc_hd__o211ai_1                 8
sky130_fd_sc_hd__clkdlybuf4s50_1        189
sky130_fd_sc_hd__and3_1                  16
sky130_fd_sc_hd__nor2_1                  83
sky130_fd_sc_hd__o21ai_0                 42
sky130_fd_sc_hd__a31oi_1                 10
sky130_fd_sc_hd__xor2_1                  43
sky130_fd_sc_hd__o21bai_1                14
kinds of logic (layout without fill, tap and decap cells):
| family | after synthesis | after routing |
|---|---|---|
| fa+ha+maj | 64 | 64 |
| simple gates | 326 | 326 |
| buf+inv | 74 | 223 |
| xor+xnor | 112 | 112 |
| compound gates | 287 | 287 |
| mux | 11 | 11 |
path summary, 6_finish.rpt:
check,slack [ns],depth (start not counted),start,endpoint
min,9.40,0,pc_add[0],nxt_pc_address[0]
max,9.91,13,pc_add[2],nxt_pc_address[57]
synth_stat cells, types with 3 or more instances:
cell type / instances
sky130_fd_sc_hd__a211oi_1: 7
sky130_fd_sc_hd__a21o_1: 27
sky130_fd_sc_hd__a21oi_1: 113
sky130_fd_sc_hd__a221o_1: 4
sky130_fd_sc_hd__a31o_2: 3
sky130_fd_sc_hd__a31oi_1: 10
sky130_fd_sc_hd__and2_1: 5
sky130_fd_sc_hd__and3_1: 16
sky130_fd_sc_hd__and4_1: 7
sky130_fd_sc_hd__buf_1: 5
sky130_fd_sc_hd__buf_2: 10
sky130_fd_sc_hd__clkbuf_1: 29
sky130_fd_sc_hd__ha_1: 63
sky130_fd_sc_hd__inv_1: 28
sky130_fd_sc_hd__mux2i_1: 9
sky130_fd_sc_hd__nand2_1: 86
sky130_fd_sc_hd__nand2b_1: 7
sky130_fd_sc_hd__nand3_1: 43
sky130_fd_sc_hd__nand4_1: 32
sky130_fd_sc_hd__nand4b_1: 3
sky130_fd_sc_hd__nor2_1: 83
sky130_fd_sc_hd__nor2b_1: 5
sky130_fd_sc_hd__nor3_1: 15
sky130_fd_sc_hd__nor3b_1: 3
sky130_fd_sc_hd__o211ai_1: 8
sky130_fd_sc_hd__o21a_1: 14
sky130_fd_sc_hd__o21ai_0: 42
sky130_fd_sc_hd__o21ai_1: 3
sky130_fd_sc_hd__o21bai_1: 14
sky130_fd_sc_hd__o22ai_1: 3
sky130_fd_sc_hd__o311a_1: 3
sky130_fd_sc_hd__o311ai_0: 3
sky130_fd_sc_hd__o31ai_1: 6
sky130_fd_sc_hd__or2_2: 3
sky130_fd_sc_hd__or3_1: 6
sky130_fd_sc_hd__xnor2_1: 69
sky130_fd_sc_hd__xor2_1: 43
Power figures rest on the tool's default switching activity, not on a simulated workload.
